$ cat /design/flow/run.sh
#!/bin/bash
# OpenROAD 26Q1-2900-gdf79404cd8, Yosys 0.63+post, stock flow scripts
make -C /OpenROAD-flow-scripts/flow DESIGN_CONFIG=/design/flow/config.mk WORK_HOME=/design/flow/orfs finish
$ cat /design/flow/config.mk
export PLATFORM = sky130hd
export DESIGN_NAME = clock_div
export DESIGN_NICKNAME = clock_div
export VERILOG_FILES = /design/flow/design.v
export SDC_FILE = /design/flow/constraint.sdc
export NUM_CORES = 4
export LEC_CHECK = 1
export CORE_AREA = 10 10 70 70
export DIE_AREA = 0 0 80 80
$ cat /design/flow/constraint.sdc
current_design clock_div

set clk_period 1.0
set clk_io_pct 0.2

create_clock -name clk0 -period $clk_period [get_ports {clock}]

set non_clock_inputs [all_inputs -no_clocks]
set_input_delay [expr $clk_period * $clk_io_pct] -clock clk0 $non_clock_inputs
set_output_delay [expr $clk_period * $clk_io_pct] -clock clk0 [all_outputs]
$ cat /design/flow/design.v
module clock_div
#(
    parameter DIVIDE_BY = 17
)
(
    input clock,
    input reset,
    output div_clk
  );
wire [DIVIDE_BY:0] dff_Q;
wire [DIVIDE_BY-1:0] dffNot_Q;
assign dff_Q[0] = clock;
genvar i;
generate 
    for (i=0; i < DIVIDE_BY; i = i + 1) begin
    dff clockdividermethod (
    .Default(1'b0),
    .D(dffNot_Q[i]),
    .clock(dff_Q[i]),
    .reset(reset),
    .Q(dff_Q[i+1]),
    .NotQ(dffNot_Q[i])
    );
    end
endgenerate
assign div_clk = dff_Q[DIVIDE_BY];
endmodule
module dff(
    input reset,
    input Default,
    input clock,
    input D,
    output reg Q,
    output NotQ
);
    assign NotQ = ~Q;
    always @(posedge reset, posedge clock) begin
        if (reset) begin
            Q <= 0;
        end else if (clock) begin
            Q <= D;
        end
    end
endmodule
==> qor.log <==
qor: status.outcome finished, final reports clean
qor: critical_path.crit_slowest_cell sky130_fd_sc_hd__clkdlybuf4s50_1
qor: critical_path.type_of_origin_of_the_critical_path primary input
qor: layout.final_layout_size_suffix_gt1_frac 0.0263
qor: detailed_routing.met1Wirelength 249 um
qor: timing.fmaxAchievable 2.10 GHz
qor: place.hpwl 412 um
qor: pwr.clock_power_share 0
qor: critical_path.worst-endpoint-arrival 0.68 ns
qor: logic_synthesis.top_area_cell_type_share_of_the_netlist_area 0.863
qor: clocking.cts_hold_buf 0
qor: logic_synthesis.synth.yosys.warnings 1
qor: timing.rsz0062_at_grt false
qor: logic_synthesis.yosys.cell_count.top_type sky130_fd_sc_hd__inv_1
qor: flow_run.warning_total_across_the_stage_logs 28
qor: logic_synthesis.ys_dominant_reg_cell sky130_fd_sc_hd__dfrtp_1
qor: grt.grtUsageTotal 0.0153
qor: die.die_h 80 um
qor: logic_synthesis.synth_simple_gate_area_share 0
qor: logic_synthesis.synth.avg_cell_area 14.1 um^2
qor: detailed_routing.ant_nets 0
qor: clocking.clock_latency 0 ns
qor: die.core 3420 um^2
qor: grt.grt_max_degree 17
qor: logic_synthesis.synth_area_in_adders 0
qor: detailed_routing.detailroute.via_count 188
qor: timing.slew_headroom 0.873
qor: detailed_routing.routed_wirelength 418 um
qor: clocking.worst_setup_hold_path_clk_slew 0 ns
qor: logic_synthesis.post_synth_mux_area_share 0
qor: die.chipArea 6400 um^2
qor: detailed_routing.detail_route.wl_per_cell 4.98 um
qor: timing.skew 0 ns
qor: logic_synthesis.synth-area-yosys 493 um^2
qor: grt.gr-total-overflow 0
qor: layout.largest_reg_flops 17
qor: layout.final-seq-area 425 um^2
qor: pwr.switching_share 0.216
qor: detailed_routing.antennaDiodeCount 0
qor: die.initial_core_util 0.144
qor: critical_path.cp_slowest_stage_delay 0.40 ns
qor: timing.setup_tns 0 ns
qor: pwr.share_seq_of_total_power 0.678
qor: die.std_cell_rows 21
qor: timing.hold_violations 0
qor: grt.antenna_found_initial 0
qor: timing.min_period 0.475 ns
qor: detailed_routing.route.detailed.drc 0
qor: place.globalplace.congestion 0.605
qor: layout.fill_cells 376
qor: critical_path.end_kind asynchronous set/reset pin
qor: critical_path.critical_setup_path_kind in2async
qor: layout.final-comb-area 0 um^2
qor: timing.slew_violations 0
qor: pwr.comb_power_share 0.322
qor: place.port_buffers 2
qor: die.num_io_pins 3
qor: layout.syn_to_final_growth 17.3%
qor: timing.timing.hold.ws 0.364 ns
qor: grt.via_count_of_the_first_global_routing_pass 190
qor: logic_synthesis.synth_cells 35
qor: logic_synthesis.synth_compound_gate_area_share 0
qor: timing.setup_viol 0
qor: detailed_routing.met2WireLength 158 um
qor: pwr.leakage_power_figure 0.000262 uW
qor: die.die_width 80 um
qor: logic_synthesis.xors_xnors_by_area 0
qor: timing.period_used_share 0.475
qor: logic_synthesis.topCombFamilyByArea buffers and inverters
qor: timing.count_of_unclocked_register_or_latch_pins 16
qor: layout.number_of_logic_gates 0
qor: detailed_routing.post_drt_via_cell_ratio 2.24
qor: pwr.ir_worst_vdd 0.148 mV
qor: timing.endpoints_left_unconstrained 17
qor: pwr.p_per_area 103 nW/um^2
qor: critical_path.crit_required 1.21 ns
qor: logic_synthesis.edf_count 0
qor: worst_hold_path.min_path_type in2async
qor: logic_synthesis.numSynthFlops 17
qor: pwr.cellInternalPower 46.8 uW
qor: detailed_routing.dr.max_layer_used met3
qor: flow_run.drv_cap 0
qor: logic_synthesis.yosys.area.top_type sky130_fd_sc_hd__dfrtp_1
qor: clocking.cts.repair_timing.setup_buffer_count 0
qor: critical_path.cp_max_fo 2
qor: critical_path.critical_path.cell_chain clkdlybuf4s50_1, inv_1
qor: pwr.switchingPower 12.9 uW
qor: layout.register_bank_with_the_most_flops genblk1.clockdividermethod.Q
qor: critical_path.worst-path-buf-inv 2
qor: logic_synthesis.post_synth_instance_area 493 um^2
qor: detailed_routing.detailroute.wirelength.met3 10 um
qor: timing.worst_pin_slew 0.190 ns
qor: clocking.cts-resized-gates 0
qor: logic_synthesis.synthTopCellsByCount sky130_fd_sc_hd__inv_1 (18), sky130_fd_sc_hd__dfrtp_1 (17)
qor: logic_synthesis.topCellsByArea sky130_fd_sc_hd__dfrtp_1 (86%), sky130_fd_sc_hd__inv_1 (14%)
qor: critical_path.cpLargestDelayFamily buffers and inverters
qor: detailed_routing.initialDrtViolationCount 6
qor: logic_synthesis.synth.yosys.seq_area_share 0.863
qor: logic_synthesis.ys_cells 35
qor: logic_synthesis.synthDistinctLibCells 2
qor: grt.grt_first_pass_wirelength 869 um
qor: layout.largestRegisters genblk1.clockdividermethod.Q x17
qor: detailed_routing.drt_first_pass_iters 2
qor: logic_synthesis.ys_async_sr_fraction 1.00
kinds of logic after synthesis:
group	after synthesis
buf+inv	18
flops	17
metrics by stage:
step	power (uW)	worst slack [ns]	util	instances	area, um^2
finish	59.7	0.525	0.169	84	578
global route	63.6	0.478	0.169	84	578
CTS	60.9	0.513	0.169	84	578
detailed placement	60.8	0.513	0.169	84	578
global placement	60.2	0.509	0.169	84	578
floorplan	50.9	0.534	-	35	493
power groups by stage:
| stage | Clock [uW] | Combinational [uW] | Sequential, uW |
|---|---|---|---|
| global route | 0 | 23.1 | 40.5 |
| CTS | 0 | 20.4 | 40.5 |
| finish | 0 | 19.2 | 40.5 |
worst paths after layout:
| check | end | slack [ns] | cells past startpoint | start |
|---|---|---|---|---|
| setup / recovery | genblk1[0].clockdividermethod.Q | 0.52 | 2 | reset |
| max in group clk0 | genblk1[0].clockdividermethod.Q | 0.53 | 1 | genblk1[0].clockdividermethod.Q |
| setup reg to reg | genblk1[0].clockdividermethod.Q | 0.53 | 1 | genblk1[0].clockdividermethod.Q |
| hold reg to reg | genblk1[0].clockdividermethod.Q | 0.40 | 1 | genblk1[0].clockdividermethod.Q |
| min in group clk0 | genblk1[0].clockdividermethod.Q | 0.40 | 1 | genblk1[0].clockdividermethod.Q |
| hold / removal | genblk1[0].clockdividermethod.Q | 0.36 | 2 | reset |
layout by cell type (no fill, tap or decap):
cell                              synthesis  final
sky130_fd_sc_hd__inv_1                   18     18
sky130_fd_sc_hd__buf_4                    0      1
sky130_fd_sc_hd__clkdlybuf4s50_1          0      2
sky130_fd_sc_hd__dfrtp_1                 17     17
layer usage:
layer	vias up	GRT usage
li1	94	-
met5	-	0
met1	92	0.0258
met4	0	0
met2	2	0.0225
met3	0	0
area by class of cell:
class / instances / area share
sequential: 17 / 0.736
timing repair buffer: 3 / 0.0476
tap: 46 / 0.0996
inverter: 18 / 0.117
Power is estimated from default activity; no workload was simulated.
